[flow/design.v]
module axi4_to_wishbone_simple #(
    parameter ADDR_WIDTH = 32,
    parameter DATA_WIDTH = 32,
    parameter ID_WIDTH   = 4
)(
    input  logic clk,
    input  logic rst_n,
    input  logic [ID_WIDTH-1:0]    AXI_AWID,
    input  logic [ADDR_WIDTH-1:0]  AXI_AWADDR,
    input  logic                   AXI_AWVALID,
    output logic                   AXI_AWREADY,
    input  logic [DATA_WIDTH-1:0]  AXI_WDATA,
    input  logic [(DATA_WIDTH/8)-1:0] AXI_WSTRB,
    input  logic                   AXI_WVALID,
    output logic                   AXI_WREADY,
    output logic [ID_WIDTH-1:0]    AXI_BID,
    output logic [1:0]             AXI_BRESP,
    output logic                   AXI_BVALID,
    input  logic                   AXI_BREADY,
    input  logic [ID_WIDTH-1:0]    AXI_ARID,
    input  logic [ADDR_WIDTH-1:0]  AXI_ARADDR,
    input  logic                   AXI_ARVALID,
    output logic                   AXI_ARREADY,
    output logic [ID_WIDTH-1:0]    AXI_RID,
    output logic [DATA_WIDTH-1:0]  AXI_RDATA,
    output logic [1:0]             AXI_RRESP,
    output logic                   AXI_RVALID,
    input  logic                   AXI_RREADY,
    output logic                   WB_CYC,
    output logic                   WB_STB,
    output logic                   WB_WE,
    output logic [ADDR_WIDTH-1:0]  WB_ADDR,
    output logic [DATA_WIDTH-1:0]  WB_WDATA,
    output logic [(DATA_WIDTH/8)-1:0] WB_SEL,
    input  logic [DATA_WIDTH-1:0]  WB_RDATA,
    input  logic                   WB_ACK
);
    typedef enum logic [2:0] {
        IDLE,
        WB_WRITE,
        WB_WRITE_RESP,
        WB_READ,
        WB_READ_RESP
    } state_t;
    state_t state, next_state;
    logic [ADDR_WIDTH-1:0] addr_reg;
    logic [DATA_WIDTH-1:0] wdata_reg;
    logic [(DATA_WIDTH/8)-1:0] wstrb_reg;
    logic [ID_WIDTH-1:0] id_reg;
    logic is_write;
    always_ff @(posedge clk or negedge rst_n) begin
        if (!rst_n) begin
            state <= IDLE;
        end else begin
            state <= next_state;
        end
    end
    always_comb begin
        AXI_BVALID  = 0;
        AXI_BRESP   = 2'b00;
        AXI_BID     = id_reg;
        AXI_RVALID  = 0;
        AXI_RRESP   = 2'b00;
        AXI_RDATA   = WB_RDATA;
        AXI_RID     = id_reg;
        WB_CYC  = 0;
        WB_STB  = 0;
        WB_WE   = 0;
        WB_ADDR = addr_reg;
        WB_WDATA = wdata_reg;
        WB_SEL = wstrb_reg;
        next_state = state;
        case (state)
            IDLE: begin
                if (AXI_AWVALID && AXI_WVALID) begin
                    next_state = WB_WRITE;
                end else if (AXI_ARVALID) begin
                    next_state = WB_READ;
                end
            end
            WB_WRITE: begin
                WB_CYC = 1;
                WB_STB = 1;
                WB_WE  = 1;
                if (WB_ACK) begin
                    next_state = WB_WRITE_RESP;
                end
            end
            WB_WRITE_RESP: begin
                AXI_BVALID = 1;
                if (AXI_BREADY) begin
                    next_state = IDLE;
                end
            end
            WB_READ: begin
                WB_CYC = 1;
                WB_STB = 1;
                if (WB_ACK) begin
                    next_state = WB_READ_RESP;
                end
            end
            WB_READ_RESP: begin
                AXI_RVALID = 1;
                if (AXI_RREADY) begin
                    next_state = IDLE;
                end
            end
        endcase
    end
    always_ff @(posedge clk or negedge rst_n) begin
        AXI_ARREADY <= 0;
        AXI_AWREADY <= 0;
        AXI_WREADY  <= 0;
        if (!rst_n) begin
            addr_reg <= 0;
            wdata_reg <= 0;
            wstrb_reg <= 0;
            id_reg <= 0;
        end else begin
            if (state == IDLE) begin
                if (AXI_AWVALID && AXI_WVALID) begin
                    addr_reg  <= AXI_AWADDR;
                    wdata_reg <= AXI_WDATA;
                    wstrb_reg <= AXI_WSTRB;
                    id_reg    <= AXI_AWID;
                    AXI_AWREADY <= 1;
                    AXI_WREADY  <= 1;
                end else if (AXI_ARVALID) begin
                    addr_reg  <= AXI_ARADDR;
                    id_reg    <= AXI_ARID;
                    AXI_ARREADY <= 1;
                end
            end
        end
    end
endmodule
[flow/config.mk]
export PLATFORM = sky130hd
export DESIGN_NAME = axi4_to_wishbone_simple
export DESIGN_NICKNAME = axi4_to_wishbone_simple
export VERILOG_FILES = /design/flow/design.v
export SDC_FILE = /design/flow/constraint.sdc
export NUM_CORES = 4
export LEC_CHECK = 1
export CORE_AREA = 10 10 168 168
export DIE_AREA = 0 0 178 178
[flow/constraint.sdc]
current_design axi4_to_wishbone_simple

set clk_period 3.9
set clk_io_pct 0.2

create_clock -name clk0 -period $clk_period [get_ports {clk}]

set non_clock_inputs [all_inputs -no_clocks]
set_input_delay [expr $clk_period * $clk_io_pct] -clock clk0 $non_clock_inputs
set_output_delay [expr $clk_period * $clk_io_pct] -clock clk0 [all_outputs]
[flow/run.sh]
#!/bin/bash
# OpenROAD 26Q1-2900-gdf79404cd8, Yosys 0.63+post, stock flow scripts
make -C /OpenROAD-flow-scripts/flow DESIGN_CONFIG=/design/flow/config.mk WORK_HOME=/design/flow/orfs finish
==> impl_metrics.env <==
# physical design summary
export IMPL_yosysUniqueCellTypes=16
export IMPL_viasPerCell=3.37
export IMPL_ir_worst_vdd_mv=0.201
export IMPL_status="completed"
export IMPL_hold_viol=0
export IMPL_power_uw=3710
export IMPL_wl_mm=11.4
export IMPL_synthesis_area_um2=3870
export IMPL_antenna_found_initial=0
export IMPL_pre_cts_slack_ps=964
export IMPL_die_area_um2=31700
export IMPL_port_buffers=199
export IMPL_fmax_mhz=401
export IMPL_worstSetupPathType="input port to flop"
export IMPL_grt_setup_unrepaired="no"
export IMPL_setup_slack_ps=1400
export IMPL_finalWorstPathRequiredPeriod_ps=2500
export IMPL_hpwl_mm=8.83
export IMPL_top_cell="dfrtp_1"
export IMPL_worst_ep_required_time_ps=4130
export IMPL_cp_cell_sequence="clkdlybuf4s50_1, and2_4, o21ai_4, buf_4, mux2_2"
export IMPL_fp_util_pct=15.8
export IMPL_adder_share_pct=0
export IMPL_period_used_pct=64.0
export IMPL_synthXorXnorAreaFrac_pct=0
export IMPL_p_per_area_nw_per_um2=598
export IMPL_finalSetupViolations=0
export IMPL_postCtsSetupRepairBufs=0
export IMPL_cts_tree="built"
export IMPL_synth_cells=261
export IMPL_layout_drive_gt1_share_pct=31.1
export IMPL_synth_area_mux_share_pct=35.3
export IMPL_critPathMaxStageDelay_ps=520
export IMPL_warnings=25
export IMPL_place_inst=739
export IMPL_yosys_top_cells_area="dfrtp_1 50%, mux2_2 20%, mux2_4 16%"
export IMPL_cts_hold_buf=0
export IMPL_path_max_fanout=16
export IMPL_async_flop_share_pct=100
export IMPL_io_pins=268
export IMPL_area_delta_synth_final_pct=60.5
export IMPL_wire_per_inst_um=15.1
export IMPL_cap_violations=0
export IMPL_ys_cells=261
export IMPL_aoi_share_pct=1.33
export IMPL_final_max_slew_viol_count=0
export IMPL_cts_made_buffers=9
export IMPL_grt_max_degree=49
export IMPL_cts_sink_count=79
export IMPL_cts_resized=0
export IMPL_antenna_left=0
export IMPL_crit_path_top_delay_cell="o21ai_4"
export IMPL_grt_pass1_wl_mm=16.6
export IMPL_drt_iter0_markers=75
export IMPL_yosysTopAreaCell="dfrtp_1"
export IMPL_start_kind="input port"
export IMPL_grt_total_usage_pct=6.71
export IMPL_avgSynthCellArea_um2=14.8
export IMPL_logic_family="multiplexers"
export IMPL_ys_area_um2=3870
export IMPL_die_w_um=178
export IMPL_slew_headroom_pct=56.6
export IMPL_synth_simple_area_share_pct=0.970
export IMPL_vias=2541
export IMPL_grt_overflow_total=0
export IMPL_dr_pass1_iters=4
export IMPL_synth_flops=79
export IMPL_worstPathArrival_ps=2720
export IMPL_cp_top_family="buffers and inverters"
export IMPL_path_buffers=2
export IMPL_row_count=57
export IMPL_ys_seq_share_pct=51.1
export IMPL_skew_ps=5.99
export IMPL_hp_class="input port to async pin"
export IMPL_clock_latency_ps=340
export IMPL_gp_congestion=0.769
export IMPL_ff_type="dfrtp_1"
export IMPL_antenna_cells=0
export IMPL_layout_area_comb_um2=1470
export IMPL_netlist_area_leader_share_pct=50.4
export IMPL_fp_coreArea_um2=24500
export IMPL_worst_pin_slew_ps=652
export IMPL_top_cells_by_count="78 x dfrtp_1, 68 x mux2_2, 42 x buf_4"
export IMPL_die_h_um=178
export IMPL_cts_clk_slew_worst_paths_ps=60
export IMPL_drc=0
export IMPL_endpoint_kind="flop"
export IMPL_leakage_uw=0.00257
export IMPL_grt_pass1_vias=2766
export IMPL_fin_cells=755
export IMPL_clockBufferDepth=2
export IMPL_yosysWarnings=1
export IMPL_clockRootBuffer="clkbuf_16"
export IMPL_tns_ps=0
export IMPL_h_tree_depth=3
export IMPL_seq_area_um2=1980
export IMPL_synth_edff_count=0
export IMPL_fillers=2535
[kinds of logic after synthesis]
kind of cell	Yosys count
AND-OR/OR-AND	7
buffers and inverters	58
flip-flops	79
multiplexers	108
other	1
AND/OR/NAND/NOR	8
[power breakdown]
part	switching (uW)	leakage, uW	total [uW]	internal (uW)
Sequential	194	0.000946	1410	1210
Combinational	292	0.00147	1430	1140
Clock	359	0.000149	876	517
Total	846	0.00257	3710	2870
[layout by cell type (no fill, tap or decap)]
master,count
clkinv_4,2
buf_4,6
and3_1,1
clkbuf_16,9
o21ai_4,1
and2_4,1
clkdlybuf4s50_1,198
clkbuf_8,1
o21ai_0,4
a22oi_1,1
dfstp_2,1
nand2_1,5
mux2_4,40
clkinv_2,1
clkinvlp_4,1
conb_1,4
mux2_2,68
bufinv_16,1
inv_6,1
dfrtp_1,78
inv_1,5
o21bai_1,1
nand2_2,1
[worst reg2reg max path: stages, from the launching register on]
cell and delay (ps):
dfstp_2 390, o21ai_4 240, buf_4 380, mux2_2 370
[layout make-up]
cell class / count / share of cell area, %
sequential: 79 / 31.9
clock inverter: 6 / 1.11
clock buffer: 10 / 3.85
timing repair buffer: 204 / 32.6
tap: 324 / 6.53
inverter: 5 / 0.302
multi-input combinational: 127 / 23.7
[stage by stage]
stage	hold WS [ps]	util [%]	instance area (um2)
global placement	474	24.1	5900
floorplan	447	-	3880
detailed placement	487	24.1	5900
CTS	470	25.4	6210
global route	484	25.4	6210
finish	438	25.4	6210
[worst paths after layout]
check / startpoint / end / slack (ps) / cells after the start
max: AXI_AWVALID / addr_reg[11]$_DFFE_PN0P_ / 1400 / 5
min: rst_n / addr_reg[29]$_DFFE_PN0P_ / 440 / 1
min in group clk0: state[4]$_DFF_PN0_ / state[1]$_DFF_PN0_ / 480 / 2
max reg2reg: state[0]$_DFF_PN1_ / addr_reg[11]$_DFFE_PN0P_ / 2410 / 3
min reg2reg: state[4]$_DFF_PN0_ / state[1]$_DFF_PN0_ / 480 / 2
max in group asynchronous: rst_n / state[0]$_DFF_PN1_ / 2510 / 2
[metal layers]
layer	vias to the layer above	track usage, %	part of all wire, %
met5	-	0	0
met4	0	1.53	2.5
met3	16	2.21	9.6
met2	130	10.7	47
met1	1210	8.76	41
li1	1185	-	-
No activity file was given, so power comes from the tool's default toggle rates.
