--- flow/config.mk ---
export PLATFORM = sky130hd
export DESIGN_NAME = ahb_to_wishbone
export DESIGN_NICKNAME = ahb_to_wishbone
export VERILOG_FILES = /design/flow/design.v
export SDC_FILE = /design/flow/constraint.sdc
export NUM_CORES = 4
export LEC_CHECK = 1
export CORE_UTILIZATION = 30
--- flow/constraint.sdc ---
current_design ahb_to_wishbone

set clk_period 7.0
set clk_io_pct 0.2

create_clock -name clk0 -period $clk_period [get_ports {HCLK}]

set non_clock_inputs [all_inputs -no_clocks]
set_input_delay [expr $clk_period * $clk_io_pct] -clock clk0 $non_clock_inputs
set_output_delay [expr $clk_period * $clk_io_pct] -clock clk0 [all_outputs]
--- flow/design.v ---
module ahb_to_wishbone #(
    parameter ADDR_WIDTH = 32,
    parameter DATA_WIDTH = 32
)(
    input logic                   HCLK,
    input logic                   HRESETn,
    input  logic [ADDR_WIDTH-1:0] HADDR,
    input  logic [1:0]            HTRANS,
    input  logic                  HWRITE,
    input  logic [2:0]            HSIZE,
    input  logic [2:0]            HBURST,
    input  logic [3:0]            HPROT,
    input  logic                  HLOCK,
    input  logic [DATA_WIDTH-1:0] HWDATA,
    input  logic                  HREADY,
    output logic [DATA_WIDTH-1:0] HRDATA,
    output logic                  HREADYOUT,
    output logic [1:0]            HRESP,
    output logic                  wb_cyc,
    output logic                  wb_stb,
    output logic                  wb_we,
    output logic [3:0]            wb_wstrb,
    output logic [ADDR_WIDTH-1:0] wb_adr,
    output logic [DATA_WIDTH-1:0] wb_dat_w,
    input  logic [DATA_WIDTH-1:0] wb_dat_r,
    input  logic                  wb_ack
);
    logic ahb_active;
    logic [2:0] burst_cnt;
    logic burst_en;
    logic [ADDR_WIDTH-1:0] base_addr;
    logic [2:0] beat_size;
    logic ahb_access;
    assign ahb_access = (HTRANS[1] || HWRITE) && HREADY;
    logic ready;
    assign HRESP     = 2'b00;  
    assign HREADYOUT = ((!ahb_active) || ready) && HRESETn;
    assign wb_dat_w  = HWDATA;
    logic is_burst;
    assign is_burst = |HBURST;  
    always_ff @(posedge HCLK or negedge HRESETn) begin
        if (!HRESETn) begin
            wb_cyc      <= 0;
            wb_stb      <= 0;
            wb_we       <= 0;
            wb_adr      <= 0;
            ahb_active  <= 0;
            burst_cnt   <= 0;
            burst_en    <= 0;
            base_addr   <= 0;
            beat_size   <= 0;
            ready       <= 0;
        end else begin
            ready  <= 0;
            wb_cyc <= 0;
            wb_stb <= 0;
            if (ahb_access && !ahb_active) begin
                wb_adr     <= HADDR  & ~32'd3;  
                wb_we      <= HWRITE;
                wb_wstrb   <= wstrb;
                wb_cyc     <= 1;
                wb_stb     <= 1;
                ahb_active <= 1;
                base_addr  <= HADDR;
                beat_size  <= HSIZE;
                burst_cnt  <= get_burst_len(HBURST);  
                burst_en   <= is_burst;
            end else if (ahb_active && wb_ack) begin
                if (burst_en && burst_cnt > 1) begin
                    wb_cyc     <= 1;
                    wb_stb     <= 1;
                    wb_we      <= HWRITE;
                    wb_adr     <= next_burst_addr(wb_adr, beat_size);
                    burst_cnt  <= burst_cnt - 1;
                    ahb_active <= 1;  
                end else begin
                    ahb_active <= 0;
                    burst_en   <= 0;
                    ready      <= 1;
                    HRDATA     <= wb_dat_r;
                end
            end
        end
    end
    logic [3:0] wstrb;
    always_comb begin
        wstrb = 4'b0000;
        case (HSIZE)
            3'b000: begin  
                case (HADDR[1:0])
                    2'b00: wstrb = 4'b0001;
                    2'b01: wstrb = 4'b0010;
                    2'b10: wstrb = 4'b0100;
                    2'b11: wstrb = 4'b1000;
                endcase
            end
            3'b001: begin  
                case (HADDR[1:0])
                    2'b00: wstrb = 4'b0011;
                    2'b10: wstrb = 4'b1100;
                    default: wstrb = 4'b0000;  
                endcase
            end
            3'b010: begin  
                wstrb = 4'b1111;
            end
            default: wstrb = 4'b0000;  
        endcase
    end
    function [4:0] get_burst_len(input [2:0] burst);
        case (burst)
            3'b000: get_burst_len = 5'd1;   
            3'b001: get_burst_len = 5'd4;   
            3'b010: get_burst_len = 5'd8;   
            3'b011: get_burst_len = 5'd16;  
            default: get_burst_len = 5'd1;  
        endcase
    endfunction
    function [ADDR_WIDTH-1:0] next_burst_addr(
        input [ADDR_WIDTH-1:0] addr,
        input [2:0] size
    );
        begin
            next_burst_addr = addr + (1 << size);  
        end
    endfunction
endmodule
--- flow/run.sh ---
#!/bin/bash
# OpenROAD 26Q1-2900-gdf79404cd8, Yosys 0.63+post, stock flow scripts
make -C /OpenROAD-flow-scripts/flow DESIGN_CONFIG=/design/flow/config.mk WORK_HOME=/design/flow/orfs finish
==> results.sh <==
# physical design summary
export IMPL_tritoncts="yes"
export IMPL_finalCriticalPeriod_ns=4.06
export IMPL_synthFlopType="dfrtp_1"
export IMPL_vias_per_cell=4.70
export IMPL_ys_seq_frac=0.526
export IMPL_worst_pin_slew_ns=0.799
export IMPL_num_rows=42
export IMPL_fp_utilization=0.308
export IMPL_relSlewSlack=0.465
export IMPL_numCtsBuffers=9
export IMPL_cts_repair_resized=0
export IMPL_ys_types=51
export IMPL_async_flop_share=0.544
export IMPL_grt_max_degree=58
export IMPL_r2r_cells=8
export IMPL_regToRegSetupSlack_ns=4.09
export IMPL_whs_path_depth=1
export IMPL_ant_nets=0
export IMPL_postCtsHoldBufs=0
export IMPL_synth_warnings=1
export IMPL_hold_viol_final=0
export IMPL_comb_area_mm2=0.00157
export IMPL_synth_flops=79
export IMPL_post_cts_buffers=0
export IMPL_ys_cells=392
export IMPL_leakagePower_nw=2.17
export IMPL_seqCellArea_mm2=0.00216
export IMPL_clk_path_buf_depth=2
export IMPL_core_mm2=0.0133
export IMPL_arrival_ns=2.66
export IMPL_max_cap_violations=0
export IMPL_hold_class="register to register"
export IMPL_grt_pass1_vias=3221
export IMPL_final_util=0.436
export IMPL_ys_chip_area_mm2=0.00410
export IMPL_antenna_found_initial=0
export IMPL_syn_area_mm2=0.00410
export IMPL_hold_end="wb_we"
export IMPL_fin_skew_ns=0.00861
export IMPL_pwr_density_cell_mw_per_mm2=328
export IMPL_rsz0062_at_grt="no"
export IMPL_vias=3241
export IMPL_firstDrtPassIters=4
export IMPL_status="finished, final reports clean"
export IMPL_top_cell_area_share=0.264
export IMPL_avgSynthCellArea_um2=10.5
export IMPL_warnings=32
export IMPL_path_clk_slew_ns=0.06
export IMPL_drive_gt1_frac=0.0663
export IMPL_clkSinkCount=79
export IMPL_h_tree_depth=3
export IMPL_grtUsageTotal=0.151
export IMPL_finalClockPeriodUsage=0.579
export IMPL_timing_rr_end="wb_adr[26]"
export IMPL_wl_per_cell_um=14.6
export IMPL_worstHoldStart="wb_we"
export IMPL_drv_slew=0
export IMPL_fp_dieW_um=119
export IMPL_flow_area_growth_from_synthesis_pct=41.4
export IMPL_grt_pass1_wl_um=16300
export IMPL_dp_hpwl_um=7250
export IMPL_fmax_ghz=0.247
export IMPL_dieArea_mm2=0.0141
export IMPL_placed_cell_area_mm2=0.00552
export IMPL_grt_overflow_total=0
export IMPL_top_area_cell="edfxtp_1"
export IMPL_final_area_mm2=0.00579
export IMPL_top_cells_by_area="edfxtp_1 (26%), dfrtp_1 (26%), buf_4 (6.4%)"
export IMPL_io_pins=220
export IMPL_clk_latency_ns=0.34
export IMPL_r2r_start="beat_size[1]"
export IMPL_port_buffers=147
export IMPL_drcViolationCount=0
export IMPL_num_antenna_cells=0
export IMPL_drt_iter0_markers=155
export IMPL_cp_required_ns=5.60
export IMPL_wirelength_um=10100
export IMPL_setup_tns_ns=0
export IMPL_worstSetupStartpointType="primary input"
export IMPL_edf_count=36
export IMPL_synthCells=392
export IMPL_setup_worst_path_end_class="output pin"
export IMPL_finalSetupViolCount=0
export IMPL_crit_type="primary input to output pin"
export IMPL_cp_max_fo=46
export IMPL_gp_congestion=0.845
export IMPL_peakVddDrop_mv=0.115
export IMPL_fillCellCount=1219
export IMPL_ctsRootBufferMaster="clkbuf_16"
export IMPL_die_height_um=119
-- state kept, by name, indices dropped and copies added (netlist names), 3 cells and up --
register	count
HRDATA	32
beat_size	3
burst_cnt	3
wb_adr	32
wb_wstrb	4
-- area by class of cell --
cell class / count / share of cell area
Inverter: 12 / 0.00778
Tap cell: 176 / 0.0380
Clock inverter: 3 / 0.00346
Multi-Input combinational cell: 251 / 0.272
Timing Repair Buffer: 155 / 0.263
Clock buffer: 13 / 0.0432
Sequential cell: 79 / 0.372
-- power by group --
part / switching, W / internal (W) / total, W / leakage, nW
Clock: 0.000177 / 0.000249 / 0.000427 / 0.126
Sequential: 0.000142 / 0.000628 / 0.000771 / 0.856
Combinational: 0.000287 / 0.000418 / 0.000705 / 1.18
Total: 0.000606 / 0.00130 / 0.00190 / 2.17
-- synth_stat cells, types with 3 or more instances --
cell,number
nand2_1,58
dfrtp_1,43
edfxtp_1,36
buf_4,35
o21ai_0,26
xnor2_1,26
nor2_1,19
a21oi_1,17
clkbuf_1,15
inv_1,12
ha_1,10
nor4_1,9
and3_1,8
nor3_1,8
nand3_1,6
o21ai_1,6
nor2b_1,4
o21a_1,4
a211oi_1,3
nor3b_1,3
nor4_2,3
o211ai_1,3
-- critical path: stages --
cell and delay (ns):
buf_2 0.08, buf_4 0.48, o21a_1 0.21, clkdlybuf4s50_1 0.47
-- metrics by stage --
step | setup WS (ns) | std cells | hold slack (ns) | power, W
global placement | 2.90 | 673 | 0.498 | 0.00148
detailed placement | 2.91 | 673 | 0.517 | 0.00149
global route | 2.80 | 689 | 0.552 | 0.00205
CTS | 2.90 | 689 | 0.527 | 0.00193
finish | 2.94 | 689 | 0.519 | 0.00190
floorplan | 4.10 | 393 | 0.455 | 0.00111
-- worst max-delay path by stage --
stage | start | end | slack (ns) | cells past startpoint
5_1_grt | HRESETn | HREADYOUT | 2.80 | 4
6_report | HRESETn | HREADYOUT | 2.94 | 4
4_1_cts | HRESETn | HREADYOUT | 2.90 | 4
-- kinds of logic (layout without fill, tap and decap cells) --
family | after synthesis | in the layout | synth area share
muxes | 3 | 3 | 0.00794
DFF | 79 | 79 | 0.526
AOI/OAI and AO/OA | 71 | 71 | 0.102
other | 1 | 2 | 0.000915
xor gates and xnor gates | 27 | 27 | 0.0577
adders and majority gates | 11 | 11 | 0.0354
buffers and inverters | 63 | 183 | 0.0916
and+or+nand+nor | 137 | 137 | 0.178
-- placed cells by master (no fill, tap or decap), types with 6 or more instances in the layout --
cell type and n:
edfxtp_1 36, ha_1 10, xnor2_1 26, nor3_1 8, nand3_1 6, nor2_1 19
and3_1 8, inv_1 12, nor4_1 9, clkbuf_16 9, clkdlybuf4s50_1 146, o21ai_0 26
dfrtp_1 43, nand2_1 58, a21oi_1 17, buf_4 8, o21ai_1 6
-- layer usage --
| layer | vias to the layer above | global-route usage | share of wire |
|---|---|---|---|
| met4 | 0 | 0.0222 | 0.010 |
| met2 | 167 | 0.232 | 0.45 |
| met1 | 1488 | 0.209 | 0.44 |
| met5 | - | 0 | 0 |
| li1 | 1573 | - | - |
| met3 | 13 | 0.0612 | 0.11 |
Power is estimated from default activity; no workload was simulated.
